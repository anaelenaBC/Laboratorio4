$ cat flow/constraint.sdc
current_design moduloFlipFlopPC

set clk_period 1.0
set clk_io_pct 0.2

create_clock -name clk0 -period $clk_period [get_ports {clk}]

set non_clock_inputs [all_inputs -no_clocks]
set_input_delay [expr $clk_period * $clk_io_pct] -clock clk0 $non_clock_inputs
set_output_delay [expr $clk_period * $clk_io_pct] -clock clk0 [all_outputs]
$ cat flow/config.mk
export PLATFORM = sky130hd
export DESIGN_NAME = moduloFlipFlopPC
export DESIGN_NICKNAME = moduloFlipFlopPC
export VERILOG_FILES = /design/flow/design.v
export SDC_FILE = /design/flow/constraint.sdc
export NUM_CORES = 4
export LEC_CHECK = 1
export CORE_AREA = 10 10 94 94
export DIE_AREA = 0 0 104 104
$ cat flow/design.v
module moduloFlipFlopPC #(parameter cantidadBits = 32)
 (input logic clk, reset,
 input logic [cantidadBits-1:0] d,
 output logic [cantidadBits-1:0] q);
 always_ff @(posedge clk, posedge reset)
 if (reset) q <= 0;
 else q <= d;
endmodule
$ cat flow/run.sh
#!/bin/bash
# OpenROAD 26Q1-2900-gdf79404cd8, Yosys 0.63+post, stock flow scripts
make -C /OpenROAD-flow-scripts/flow DESIGN_CONFIG=/design/flow/config.mk WORK_HOME=/design/flow/orfs finish
==> deck_impl_summary.md <==
Physical Implementation Snapshot

Global route
  • Initial antenna violation count: 0
  • Pin count of the biggest net entering global routing: 26
  • All-Layer GR Usage: 0.0451
  • Vias in the first global route: approximately 600
  • Aggregate global routing overflow: 0
  • Wire length of the first global-routing pass: 3820 microns

Floorplanning
  • Core area: 6830 sq um
  • Die x size: 104 microns
  • Vertical die dimension: 104 microns
  • Number of standard-cell rows in the floorplan: 30
  • Floorplan-stage core utilization: 0.118
  • Number of I/O pins: 66
  • Die Footprint: 10,800 sq um

Cells and area
  • Area Overhead vs Synth: 90.5%
  • Flip-flop count of the largest register, all copies and words added: 32
  • Combinational gates: 0
  • Share of the core filled with cells: 0.224
  • Register with the most flip-flops: q
  • Share of final-layout standard cells stronger than drive strength 1: 0.370
  • Largest registers in the final layout: q x32
  • Tally of filler cells in the layout: 746
  • Total area of multi-input combinational cells: 0 sq um

Power
  • Leakage dissipation: 0.693 nW
  • Overall power consumption: between 2 and 3 mW
  • PD cells: 1690 nW/um^2
  • Worst VDD drop: between 400 and 500 uV

Worst setup path
  • WP depth: 1
  • Critical path's largest stage delay: approximately 0.36 ns
  • Critical-path maximum fanout: 1
  • Required arrival time at the worst endpoint: 0.80 ns
  • Worst setup path start: q[23]
  • Buffer-and-inverter tally for the worst setup path: 1
  • Critical Path Source Type: register
  • Cell family contributing the most delay on the critical path: flip-flops
  • Critical path class: register to primary output
  • Cell Chain, Critical Path: buf_2
  • Standard cell with the maximum stage delay on the critical path: dfrtp_1
  • CP endpoint: q[23]
  • Capturing element type of the critical path: primary output
  • CP Data Arrival Time: 0.75 ns

Timing
  • Worst hold slack after final layout: 0.304 ns
  • Slew Limit Fails: 0
  • Worst path setup slack after routing: 0.0510 ns
  • Setup total negative slack: 0 ns
  • Final setup fails: 0
  • Setup repair after global routing missed its margin: false
  • Actual transition at the worst max-transition pin: ~0.15 ns
  • Portion of the clock cycle consumed by the worst path in the final layout: 0.949
  • Worst relative slew slack: 0.901
  • Final tally of hold violations: 0
  • Period minus WS final: 0.949 ns
  • Max Clock Freq: 1050 MHz

Drt
  • Detailed-route wire length: 2420 microns
  • WL per Instance: 11.8 microns
  • ANT nets after route: 0
  • DR DRC count: 0
  • Antenna diode count: 0
  • Number of vias per cell: 2.66
  • Drt first-iter violations: 6
  • Router iterations before antenna repair: 2
  • Vias: 542

CTS
  • Number of buffers inserted for hold repair after clock tree synthesis: 0
  • CTS sink cnt: 32
  • CTS root buffer: clkbuf_8
  • Number of clock buffers inserted by TritonCTS: 5
  • CTS H-tree depth: 2
  • Clock input transition at the sequential cells of the worst setup and hold paths: 0.06 ns
  • TritonCTS clock tree: built
  • Buffer depth of the longest clock path: 2

Logic synthesis
  • Netlist Area Pre-Place: around 800 sq um
  • Biggest area consumer among synthesized cells: dfrtp_1
  • Proportion of netlist area held by the largest area contributor: 0.995
  • Post-synth area hogs: dfrtp_1 (100%), inv_1 (0.47%)
  • Ys cells: 33
  • Number of enable flip-flop cells: 0
  • Most frequent cells after synthesis: dfrtp_1 (32), inv_1 (1)
  • Register bit count reported by yosys: 32
  • Most popular library cell in the synthesized design by count: dfrtp_1
  • Leading register cell type out of synthesis: dfrtp_1
  • YS chip area: 805 sq um
  • Share of flip-flops with an asynchronous set or reset: 1.00
  • Distinct lib cells used: 2
  • Sequential fraction of the synthesis area: 0.995
  • Number of warnings issued by yosys: 1
  • Number of instances in the synthesized netlist: 33
  • Syn Area/Cell: 24.4 sq um

Placement
  • Worst-case setup slack after placement: 0.00373 ns
  • I/O Buffers: 65
  • Routability-driven placement congestion ratio: about 0.66
  • Post-detail-place hpwl: 1940 microns

Run status
  • Result of the run: completed

Hold path
  • Hold WC Path Type: input pin to async pin

Job
  • Maxcap violations: 0
  • Number of warnings the tools reported: 25
through the flow:
stage	cell area (sq um)	instances
3_3_place_gp	1600	196
2_1_floorplan	805	33
6_report	1530	204
4_1_cts	1530	204
5_1_grt	1530	204
3_5_place_dp	1600	196
routing by layer:
layer  up-vias  GRT usage  routed length, microns
met2        43     0.0644                    1050
li1        245          -                       -
met1       251     0.0590                    1070
met5         -          0                       0
met3         3     0.0257                     267
met4         0    0.00795                      32
layout by cell type (no fill, tap or decap):
master / synthesis / final
clkdlybuf4s50_1: 0 / 33
buf_2: 0 / 32
dfrtp_1: 32 / 32
clkbuf_8: 0 / 6
clkbuf_1: 0 / 2
inv_1: 1 / 1
buf_4: 0 / 1
buf_12: 0 / 1
worst min path at each step:
stage	startpoint	to	slack [ns]	depth (start not counted)
after CTS	reset	q[15]	0.31	3
after global routing	reset	q[15]	0.34	3
final	reset	q[15]	0.30	3
tightest hold or removal path, cell delays in order:
cell             delay, ns
clkdlybuf4s50_1       0.40
inv_1                 0.13
buf_4                 0.18
what timing repair did:
action                     CTS  global route
buffers inserted             0             0
gates resized               98             0
setup endpoints to repair   32             0
logic make-up after synthesis:
group                  share of synthesized area
flip-flops                                 0.995
buffers and inverters                    0.00466
where the power goes:
part / switching [mW] / leakage (nW) / internal [mW] / total [mW]
combinational: 0.0560 / 0.275 / 0.163 / 0.219
sequential: 0.0122 / 0.373 / 1.36 / 1.37
clock: 0.438 / 0.0455 / 0.561 / 0.998
final cells by class:
cell class	count	area [sq um]	share of cell area
Clock buffer	8	90.1	0.0588
Inverter	1	3.75	0.00245
Sequential cell	32	801	0.522
Tap cell	96	120	0.0784
Timing Repair Buffer	67	518	0.338
Power is estimated from default activity; no workload was simulated.
