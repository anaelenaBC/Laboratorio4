[flow/design.v]
module moduloSumador(operandoA, operandoB, resultado);
    input [31:0] operandoA;
    input [31:0] operandoB;
    output [31:0] resultado;
    assign resultado = operandoA + operandoB;
endmodule
[flow/run.sh]
#!/bin/bash
# OpenROAD 26Q1-2900-gdf79404cd8, Yosys 0.63+post, stock flow scripts
make -C /OpenROAD-flow-scripts/flow DESIGN_CONFIG=/design/flow/config.mk WORK_HOME=/design/flow/orfs finish
[flow/config.mk]
export PLATFORM = sky130hd
export DESIGN_NAME = moduloSumador
export DESIGN_NICKNAME = moduloSumador
export VERILOG_FILES = /design/flow/design.v
export SDC_FILE = /design/flow/constraint.sdc
export NUM_CORES = 4
export LEC_CHECK = 1
export CORE_AREA = 10 10 85 85
export DIE_AREA = 0 0 95 95
[flow/constraint.sdc]
current_design moduloSumador

set clk_period 18.1
set clk_io_pct 0.2

create_clock -name clk0 -period $clk_period

set non_clock_inputs [all_inputs -no_clocks]
set_input_delay [expr $clk_period * $clk_io_pct] -clock clk0 $non_clock_inputs
set_output_delay [expr $clk_period * $clk_io_pct] -clock clk0 [all_outputs]
==> Slide: Implementation Results <==
Synthesis and Place & Route Summary

Drt
  – Diode count: 0
  – Met3 routed WL: 528 um
  – Final ANT Viol Nets: 0
  – Initial detailed-routing violation count: 42
  – DR WL met2: 2.53 mm
  – Via Count: 2,058
  – Vias per cell: 5.17
  – DR pass1 iterations: 4
  – # DRC: 0
  – Post-DR wirelength/cell: 14.5 um
  – Met1 WL: 2.71 mm
  – Wire length after detailed routing: 5.76 mm
  – DR top layer: met3

Synthesis
  – Synth warn: 0
  – Synth Seq Share: 0
  – # Cells Yosys: 241
  – Synth Cell Area: 0.00174 mm^2
  – Cells after synthesis: 241
  – Synthesized area per cell: 7.24 um^2
  – YS chip area: 0.00174 mm^2
  – Synth unique cells: 50

Global route
  – Largest net degree at the start of global routing: 11
  – Congestion Overflow GR: 0
  – GR Util All Layers: 0.124
  – Number of global-route vias before repair: 1,992
  – Initial antenna violation count: 0
  – First-pass GRT wire length: 9.45 mm

Timing
  – Highest clock rate: 98.4 MHz
  – Slew HR: 0.617
  – RSZ-0062 raised after global routing: false
  – Final slew viol count: 0
  – Hold WS: 8.27 ns
  – Final worst path period share: 0.561
  – Min cycle time layout: 10.16 ns
  – Slew @ Worst Pin: 0.560 ns
  – Setup TNS: 0 ns
  – Endpoints failing hold: 0
  – Final setup fails: 0
  – Final worst slack: 7.94 ns

Clocking
  – Cts hold-fix bufs: 0
  – # resized after CTS: 0
  – Post-CTS Setup Bufs: 0

Pwr
  – Clock share of power: 0
  – Switching share of power: 0.395
  – Register share of total power: 0
  – LEAKAGE: 1.18 nW
  – Pwr Density: 38.6 mW/mm^2
  – Combinational power share: 1.000
  – Internal Power: 64.2 uW
  – Worst ir drop on vdd: 0.0161 mV
  – Switching power: 41.9 uW

Final layout
  – FFs & Latches: 0
  – FILL cells: 564
  – Core Util, Final: 0.503
  – Clk_buf instances: 0
  – Register area: 0 um^2
  – Area Overhead vs Synth: 57.7%
  – MI comb area: 0.00168 mm^2
  – Layout cell share with drive strength beyond 1: 0.0307

Critical path
  – CP most frequent cell: clkdlybuf4s50_1
  – Crit path max fanout: 4
  – Slowest CP cell: clkdlybuf4s50_1
  – Crit path DRT: 14.48 ns
  – CP Capture Type: output port
  – Critical Path Start Type: input port
  – Crit-path cells: clkdlybuf4s50_1, ha_1, fa_1, a21o_1, a31o_2, nand3_1, o221ai_1, a311oi_1, o21bai_1, xor2_1, clkdlybuf4s50_1
  – Critical path arrival: 6.54 ns
  – Setup CP Type: in2out
  – Max stage delay on crit path: 0.50 ns

Flow run
  – Max-cap violation count: 0
  – Tool warnings: 32

Die
  – I/O pin total: 96
  – Placeable Area: 0.00547 mm^2
  – Core Rows: 27
  – Die W: 95 um
  – Chip area: 0.00903 mm^2
  – Fp util: 0.319
  – Die Ht: 95 um

Hold path
  – Tightest Hold Check Type: in2out

Place
  – Post-place setup slack: 7.93 ns
  – Port Buffers: 96
  – Routability Congestion: 0.924
  – DP HPWL: 5.13 mm

Outcome
  – Status: finished, final reports clean
## synth_stat cells (2+ instances only)
| master | number | area (um^2) |
|---|---|---|
| a211oi_1 | 3 | 22.5 |
| a21o_1 | 19 | 143 |
| a21oi_1 | 29 | 145 |
| a311oi_1 | 2 | 17.5 |
| a31oi_1 | 3 | 18.8 |
| buf_2 | 2 | 10.0 |
| clkbuf_1 | 8 | 30.0 |
| ha_1 | 31 | 388 |
| inv_1 | 6 | 22.5 |
| mux2i_1 | 2 | 20.0 |
| nand2_1 | 18 | 67.6 |
| nand2b_1 | 2 | 12.5 |
| nand3_1 | 10 | 50.1 |
| nand4_1 | 8 | 50.1 |
| nor2_1 | 12 | 45.0 |
| nor3_1 | 4 | 20.0 |
| o211ai_1 | 3 | 22.5 |
| o21a_1 | 2 | 15.0 |
| o21ai_0 | 13 | 65.1 |
| o21bai_1 | 4 | 30.0 |
| o221ai_1 | 2 | 17.5 |
| o311ai_1 | 2 | 17.5 |
| or2_2 | 3 | 18.8 |
| xnor2_1 | 13 | 114 |
| xor2_1 | 15 | 131 |
## worst max-delay path: cells and delay by family
family | cells | cell delay (ns)
fa+ha+maj | 2 | 0.64
xor+xnor | 1 | 0.13
simple gates | 1 | 0.09
compound gates | 5 | 1.14
buf+inv | 2 | 0.90
## final cells by class
class              instances  area share
well taps                 72      0.0327
multi-input cells        224       0.610
inverters                  6     0.00819
repair buffers            96       0.349
## final timing paths
| path | startpoint | to | slack [ns] | depth (start not counted) |
|---|---|---|---|---|
| max | operandoA[0] | resultado[26] | 7.94 | 11 |
| min | operandoB[0] | resultado[0] | 8.27 | 3 |
## placed cells by master (no fill, tap or decap), types with 2 or more instances in the layout
master and n:
xor2_1 15, o21bai_1 4, o221ai_1 2, nor2_1 12, o211ai_1 3, a21o_1 19
inv_1 6, nor3_1 4, a31oi_1 3, or2_2 3, o21ai_0 13, mux2i_1 2
nand4_1 8, xnor2_1 13, nand2_1 18, o21a_1 2, o311ai_1 2, ha_1 31
a211oi_1 3, a21oi_1 29, nand3_1 10, nand2b_1 2, clkdlybuf4s50_1 96, a311oi_1 2
## logic make-up after synthesis
family,after synthesis,synth area share
multiplexers,2,0.0115
XOR/XNOR,28,0.141
AND-OR/OR-AND,97,0.393
AND/OR/NAND/NOR,65,0.183
adder cells (fa/ha/maj),32,0.234
buffers and inverters,17,0.0380
## layer usage
metal	vias up	track usage
met5	-	0
met1	899	0.168
met2	63	0.209
met3	0	0.0272
li1	1096	-
met4	0	0
## through the flow
step	power [mW]	area (um^2)	std cells
finish	0.106	2750	398
global route	0.119	2750	398
CTS	0.108	2750	398
detailed placement	0.107	2750	398
global placement	0.108	2750	398
floorplan	0.0513	1740	241
## power groups by stage
stage	logic, mW	clock network [mW]	registers [mW]
4_1_cts	0.108	0	0
5_1_grt	0.119	0	0
6_report	0.106	0	0
Power figures rest on the tool's default switching activity, not on a simulated workload.
